===== ./constraint.sdc =====
current_design fpga

set clk_period 7.5
set clk_io_pct 0.2

create_clock -name clk0 -period $clk_period [get_ports {clk}]

set non_clock_inputs [all_inputs -no_clocks]
set_input_delay [expr $clk_period * $clk_io_pct] -clock clk0 $non_clock_inputs
set_output_delay [expr $clk_period * $clk_io_pct] -clock clk0 [all_outputs]

===== ./run.sh =====
#!/bin/bash
# OpenROAD 26Q1-2900-gdf79404cd8, Yosys 0.63+post, stock flow scripts
make -C /OpenROAD-flow-scripts/flow DESIGN_CONFIG=/design/flow/config.mk WORK_HOME=/design/flow/orfs finish

===== ./config.mk =====
export PLATFORM = sky130hd
export DESIGN_NAME = fpga
export DESIGN_NICKNAME = fpga
export VERILOG_FILES = /design/flow/design.v
export SDC_FILE = /design/flow/constraint.sdc
export NUM_CORES = 4
export LEC_CHECK = 1
export CORE_UTILIZATION = 40

===== ./design.v =====
module disp7(
	input [2:0] input_number,
	output reg [6:0] display_output
);
	always @(input_number)
	begin
			case(input_number)
			  3'b000:  
				  display_output = 7'b0001110;
			  3'b001:  
			     display_output = 7'b0001100;
			  3'b010:  
			     display_output = 7'b0000010;
			  3'b011:  
				  display_output = 7'b0001000;
				3'b111:  
				  display_output = 7'b1111111;
			endcase
	end
endmodule
module fpga 
(
	input clk,
	input [1:0] switch,
	input [1:0] switch1,
	output [6:0] display0,
	output [6:0] display1,
	output [6:0] display2,
	output [6:0] display3,
	output [6:0] display4,
	output [6:0] display5,
	output [6:0] display6,
	output [6:0] display7
);
	parameter frecuencia=50000000;
	reg freq_out;
	reg max_count;
	reg[22:0] count;
	reg [2:0] var0, var1, var2, var3, var4, var5, var6, var7;
	reg clk_out;
	reg [2:0] temp;
	initial begin
		count=0;
		freq_out=10;
		clk_out=0;
		max_count=frecuencia/(2*freq_out);
		var0 = 011;
		var1 = 010;
		var2 = 001;
		var3 = 000;
		var4 = 111;
		var5 = 111;
		var6 = 111;
		var7 = 111;
	end
  always @(posedge clk)
	 begin
			case (switch1)
				2'b00:
					freq_out = 2;
				2'b01:
					freq_out = 4;
				2'b10:
					freq_out = 6;
				2'b11:
					freq_out = 8;
			endcase
			if(count==max_count)begin
				count=0;
				if(switch[0]==0 && switch[1]==1)begin
					temp = var7;
					var7 = var6;
					var6 = var5;
					var5 = var4;
					var4 = var3;
					var3 = var2;
					var2 = var1;
					var1 = var0;
					var0 = temp;
				end
				else if(switch[0]==1 && switch[1]==0)begin
					temp = var0;
					var0 = var1;
					var1 = var2;
					var2 = var3;
					var3 = var4;
					var4 = var5;
					var5 = var6;
					var6 = var7;
					var7 = temp;
				end
			end
			else begin
				count=count+1;
			end
	 end
			disp7 disp0(
				.input_number(var0),
				.display_output(display0)
			);
			disp7 disp1(
				.input_number(var1),
				.display_output(display1)
			);
			disp7 disp2(
				.input_number(var2),
				.display_output(display2)
			);
			disp7 disp3(
				.input_number(var3),
				.display_output(display3)
			);
			disp7 disp4(
				.input_number(var4),
				.display_output(display4)
			);
			disp7 disp5(
				.input_number(var5),
				.display_output(display5)
			);
			disp7 disp6(
				.input_number(var6),
				.display_output(display6)
			);
			disp7 disp7(
				.input_number(var7),
				.display_output(display7)
			);
endmodule

==> flow_metrics.py <==
# Synthesis and PnR figures
metrics = {
    "flow_run": {
        "maxCapViolCount": 0,
        "warnings": 27,
    },
    "worst_hold_path": {
        "min_from": "count[0]",
        "min_delay_worst_endpoint": "count[0]",
        "min_path_cells": 1,
        "hp-class": "flop to flop",
    },
    "detailed_routing": {
        "wire_per_inst_um": 12.0,
        "ant_nets": 0,
        "drtIter0Drc": 72,
        "num_vias": 1790,
        "drc": 0,
        "drt_first_pass_iters": 4,
        "n_antenna_cell": 0,
        "viasPerCell": 4.72,
        "wl_um": 4560,
    },
    "yosys": {
        "top_area_share_pct": 24.8,
        "ys_area_um2": 2900,
        "yosys_cells": 243,
        "postSynthCellCount": 243,
        "ys_warn_count": 2,
        "ys.flops": 79,
        "aoi_share_pct": 2.07,
        "synth_adder_area_share_pct": 0.862,
        "top_logic_kind": "simple AND/OR/NAND/NOR gates",
        "area_leaders": "edfxtp_1 (25%), dlxtn_1 (17%), dfxtp_1 (16%), mux2_2 (9.3%), buf_4 (6.2%)",
        "ys_types": 28,
        "mux_area_share_pct": 9.31,
        "yosysTopAreaCell": "edfxtp_1",
        "ys_sh_xor_pct": 6.34,
        "syn_area_um2": 2900,
        "avgSynthCellArea_um2": 11.9,
        "ys_sh_simple_pct": 17.2,
    },
    "clocking": {
        "cts_resized": 0,
        "cts.root.buffer_cell": "clkbuf_8",
        "clk_pin_slew_ns": 0.09,
        "clockBufferDepth": 2,
        "numCtsBuffers": 5,
        "hold_buffers": 0,
        "cts_tree": "built",
        "cts_htree_levels": 2,
        "clkLatencyLatePin_ns": 0.30,
        "post_cts_buffers": 0,
    },
    "setup_path": {
        "cp_cell_sequence": "clkdlybuf4s50_1, ha_1, buf_4, mux2_2",
        "crit_family": "buffers and inverters",
        "worstPathRequired_ns": 7.56,
        "slowest_stage": "clkdlybuf4s50_1",
        "ff2ff_setup_slack_ns": 5.45,
        "worstSetupPathType": "input port to flop",
        "r2r_cells": 4,
        "r2r_start": "count[2]",
        "cp_num_buf_inv": 2,
        "cp_max_fo": 24,
        "worstReg2RegEnd": "var0[0]",
        "crit_arrival_ns": 2.78,
        "cp-end-kind": "flop",
        "cp-start-kind": "input port",
        "max_stage_delay_ns": 0.46,
    },
    "outcome": {
        "status": "finished clean",
    },
    "die": {
        "io_pins": 61,
        "fp-utilization_pct": 42.0,
        "row_count": 30,
        "core_um2": 6910,
        "die-width_um": 87.2,
        "die_area_um2": 7600,
        "die_h_um": 87.2,
    },
    "cells_and_area": {
        "drive_gt1_share_pct": 16.3,
        "stdcell_count": 379,
        "synthToLayoutAreaGrowth_pct": 22.5,
    },
    "final_timing": {
        "timing.fmax_mhz": 367,
        "unclocked_pins": 32,
        "skew_ns": 0.00420,
        "finalHoldViolCount": 0,
        "worstMarginPinSlew_ns": 0.429,
        "rsz0062_at_grt": "no",
        "untimed_endpoints": 88,
        "drv_slew": 0,
        "finalCritPeriodShare_pct": 36.3,
        "fin_crit_ns": 2.72,
        "setup_tns_ns": 0,
        "setup_viol": 0,
        "max-slew-margin-rel_pct": 71.3,
        "setup_ws_ns": 4.78,
    },
    "placed_design": {
        "hpwl_um": 3230,
        "place_congestion": 0.814,
        "post-place-ws_ns": 4.45,
        "numPortBuffers": 58,
        "dpl.cell_count": 371,
    },
    "power": {
        "ir_worst_vdd_mv": 0.189,
        "powerDensity_nw_per_um2": 138,
        "leakage_nw": 1.18,
    },
    "grt": {
        "grt_start_max_net_pins": 25,
        "overflow": 0,
        "grt_pass1_vias": 1509,
        "grt_usage_pct": 12.6,
        "grt_pass1_wl_um": 7260,
        "grt_antenna_before_repair": 0,
    },
}
-- cell type report --
cell class	count	area [um2]
Clock buffer	6	72.6
Clock inverter	2	60.1
Fill cell	636	3350
Inverter	2	7.51
Multi-Input combinational cell	134	1040
Sequential cell	79	1660
Tap cell	96	120
Timing Repair Buffer	60	596
-- cell usage in the layout, fill, tap and decap left out --
master / netlist / routed
dfxtp_1: 23 / 23
clkbuf_1: 3 / 1
nor2_1: 7 / 7
edfxtp_1: 24 / 24
nand2_1: 7 / 7
nand2b_1: 16 / 16
ha_1: 2 / 2
nor2b_1: 2 / 1
clkdlybuf4s50_1: 0 / 58
clkbuf_8: 0 / 5
nor3_1: 1 / 1
mux2_2: 24 / 24
or2_1: 1 / 1
nand3_1: 10 / 10
or4_4: 1 / 1
nand4_1: 6 / 6
nor4_1: 4 / 4
and2_0: 1 / 1
nor2b_2: 0 / 1
or2_2: 8 / 8
nand4_4: 1 / 1
buf_4: 24 / 2
xor2_1: 2 / 2
and4_1: 1 / 1
inv_1: 2 / 2
nor4_4: 2 / 2
xnor2_1: 19 / 19
dlxtn_1: 32 / 32
bufinv_16: 0 / 2
a21boi_0: 8 / 8
and3_1: 11 / 11
-- power by group --
| part | total (mW) | internal [mW] | switching [mW] |
|---|---|---|---|
| clock network | 0.218 | 0.133 | 0.0846 |
| registers | 0.267 | 0.267 | 0 |
| logic | 0.00628 | 0.00332 | 0.00296 |
-- cells in the mapped netlist --
cell	count
dlxtn_1	32
buf_4	24
edfxtp_1	24
mux2_2	24
dfxtp_1	23
xnor2_1	19
nand2b_1	16
and3_1	11
nand3_1	10
a21boi_0	8
or2_2	8
nand2_1	7
nor2_1	7
nand4_1	6
nor4_1	4
clkbuf_1	3
ha_1	2
inv_1	2
nor2b_1	2
nor4_4	2
xor2_1	2
and2_0	1
and4_1	1
buf_2	1
nand4_4	1
nor3_1	1
or2_1	1
or4_4	1
-- state kept, by name (all words and copies together), names as in the netlist, 4 cells and up --
signal                cells
disp3.display_output      4
disp7.display_output      4
disp0.display_output      4
disp6.display_output      4
disp1.display_output      4
count                    23
disp4.display_output      4
disp5.display_output      4
disp2.display_output      4
-- metal layers --
| layer | track usage [%] | up-vias | part of all wire (%) |
|---|---|---|---|
| met1 | 19.1 | 830 | 48 |
| met2 | 20.6 | 56 | 46 |
| met5 | 0 | - | 0 |
| li1 | - | 900 | - |
| met3 | 2.21 | 4 | 4.9 |
| met4 | 1.64 | 0 | 1.1 |
-- worst reg2reg max path, stage by stage, from the launching register on --
cell and delay, ns:
dfxtp_1 0.36, or4_4 0.56, nor4_4 0.31, nor2b_2 0.19, buf_4 0.30
-- how the worst max path moves through the flow --
stage                 startpoint  slack (ns)       to  cells after the start
final                  switch[1]        4.78  var5[0]                      4
after global routing   switch[0]        4.73  var7[2]                      5
after CTS              switch[0]        4.78  var0[0]                      5
-- kinds of logic (layout without fill, tap and decap cells) --
logic type / Yosys count / in the layout
AOI/OAI and AO/OA: 8 / 8
latches: 32 / 32
adders and majority gates: 2 / 2
buffers and inverters: 30 / 70
muxes: 24 / 24
xor gates and xnor gates: 21 / 21
and+or+nand+nor: 79 / 79
DFF: 47 / 47
-- metrics by stage --
stage | area [um2] | utilization, % | power, mW | hold WS [ns]
5_1_grt | 3560 | 51.5 | 0.503 | 0.487
2_1_floorplan | 2900 | - | 0.277 | 0.417
3_3_place_gp | 3420 | 49.6 | 0.279 | 0.435
4_1_cts | 3560 | 51.5 | 0.494 | 0.460
3_5_place_dp | 3420 | 49.6 | 0.279 | 0.440
6_report | 3560 | 51.5 | 0.491 | 0.460
No activity file was given, so power comes from the tool's default toggle rates.
